--- flow/design.v ---
`timescale 1ns / 1ps
module gated_block_dummy (
    input wire clk,
    input wire rst_n,
    input wire save_state,
    output reg ack_from_block
);
    reg [1:0] save_state_dly;
    always @(posedge clk or negedge rst_n) begin
        if (!rst_n) begin
            save_state_dly <= 2'b0;
            ack_from_block <= 1'b0;
        end else begin
            save_state_dly[0] <= save_state;
            save_state_dly[1] <= save_state_dly[0];
            if (save_state_dly[1] == 1'b1) ack_from_block <= 1'b1;
            else ack_from_block <= 1'b0;
        end
    end
endmodule
`timescale 1ns / 1ps
module power_gating_controller (
    input wire clk,
    input wire rst_n,
    input wire power_on_req,
    input wire power_off_req,
    input wire ack_from_block,
    output reg isolate_en,
    output reg save_state,
    output reg restore_state,
    output reg power_switch_en,
    output reg power_on_ack,
    output reg power_off_ack
);
    localparam [2:0] IDLE_OFF      = 3'b000;
    localparam [2:0] PWR_UP_SEQ    = 3'b001;
    localparam [2:0] WAIT_STABLE   = 3'b010;
    localparam [2:0] IDLE_ON       = 3'b011;
    localparam [2:0] PWR_DN_SEQ_1  = 3'b100;
    localparam [2:0] PWR_DN_SEQ_2  = 3'b101;
    localparam [2:0] PWR_DN_SEQ_3  = 3'b110;
    reg [2:0] current_state, next_state;
    reg [3:0] stable_counter;
    always @(posedge clk or negedge rst_n) begin
        if (!rst_n) current_state <= IDLE_OFF;
        else current_state <= next_state;
    end
    always @(posedge clk or negedge rst_n) begin
        if (!rst_n) stable_counter <= 0;
        else if (current_state == PWR_UP_SEQ) stable_counter <= 4'd10;
        else if (current_state == WAIT_STABLE && stable_counter > 0) stable_counter <= stable_counter - 1;
    end
    always @(*) begin
        next_state      = current_state;
        isolate_en      = 1'b1;
        save_state      = 1'b0;
        restore_state   = 1'b0;
        power_switch_en = 1'b1;
        power_on_ack    = 1'b0;
        power_off_ack   = 1'b0;
        case (current_state)
            IDLE_OFF: begin
                power_switch_en = 1'b0;
                if (power_on_req) next_state = PWR_UP_SEQ;
            end
            PWR_UP_SEQ: next_state = WAIT_STABLE;
            WAIT_STABLE: if (stable_counter == 0) begin
                restore_state = 1'b1;
                next_state = IDLE_ON;
            end
            IDLE_ON: begin
                isolate_en = 1'b0;
                power_on_ack = 1'b1;
                if (power_off_req) next_state = PWR_DN_SEQ_1;
            end
            PWR_DN_SEQ_1: next_state = PWR_DN_SEQ_2;
            PWR_DN_SEQ_2: begin
                save_state = 1'b1;
                if (ack_from_block) next_state = PWR_DN_SEQ_3;
            end
            PWR_DN_SEQ_3: begin
                power_switch_en = 1'b0;
                power_off_ack = 1'b1;
                next_state = IDLE_OFF;
            end
            default: next_state = IDLE_OFF;
        endcase
    end
endmodule
`timescale 1ns / 1ps
module top (
    input wire clk,
    input wire rst_n,
    input wire power_on_req,
    input wire power_off_req,
    input wire ack_from_block_tb,
    output wire isolate_en,
    output wire save_state,
    output wire restore_state,
    output wire power_switch_en,
    output wire power_on_ack,
    output wire power_off_ack
);
    wire ack_from_block_dummy;
    power_gating_controller pgc_inst (
        .clk(clk),
        .rst_n(rst_n),
        .power_on_req(power_on_req),
        .power_off_req(power_off_req),
        .ack_from_block(ack_from_block_tb),
        .isolate_en(isolate_en),
        .save_state(save_state),
        .restore_state(restore_state),
        .power_switch_en(power_switch_en),
        .power_on_ack(power_on_ack),
        .power_off_ack(power_off_ack)
    );
    gated_block_dummy dummy_inst (
        .clk(clk),
        .rst_n(rst_n),
        .save_state(save_state),
        .ack_from_block(ack_from_block_dummy)
    );
endmodule
--- flow/run.sh ---
#!/bin/bash
# OpenROAD 26Q1-2900-gdf79404cd8, Yosys 0.63+post, stock flow scripts
make -C /OpenROAD-flow-scripts/flow DESIGN_CONFIG=/design/flow/config.mk WORK_HOME=/design/flow/orfs finish
--- flow/config.mk ---
export PLATFORM = sky130hd
export DESIGN_NAME = top
export DESIGN_NICKNAME = top
export VERILOG_FILES = /design/flow/design.v
export SDC_FILE = /design/flow/constraint.sdc
export NUM_CORES = 4
export LEC_CHECK = 1
export CORE_AREA = 10 10 70 70
export DIE_AREA = 0 0 80 80
--- flow/constraint.sdc ---
current_design top

set clk_period 2.1
set clk_io_pct 0.2

create_clock -name clk0 -period $clk_period [get_ports {clk}]

set non_clock_inputs [all_inputs -no_clocks]
set_input_delay [expr $clk_period * $clk_io_pct] -clock clk0 $non_clock_inputs
set_output_delay [expr $clk_period * $clk_io_pct] -clock clk0 [all_outputs]
==> results.txt <==
Results of an implementation run.

The floorplan step set the die height to 80 um. The largest net degree at the start of global routing is 12. After detailed routing, the average wire length per cell comes to 9.248 um. The initial antenna violation count is 0. The maximum net fanout on the critical path is 4.

The cell type with the highest aggregate area in the netlist is dfrtp_1. The finished layout cell area is 663.1 um^2. The endpoint required time on the critical path is 1.68 ns.

Wires add up to 934 um. On met3, the global router reports a usage of 0.02500. The detail route stage leaves a number of antenna-violating nets equal to 0. Setup violations remaining at the end of the flow were counted as 0. Counting flops and latches in the post-synthesis netlist gives 11. The launch point of the worst register-to-register path is recorded as pgc_inst.stable_counter[1]$_DFFE_PN0P_. The first global-routing pass estimated 1.649 mm of wire. The tally of non-filler cells in the final layout is 101. The global route total overflow is 0.

The flow ran to the end, and the final reports show no timing, DRC or antenna violations. Looking at hold timing, the worst path starts from pgc_inst.current_state[1]$_DFF_PN0_. The number of hold-slack violations in the final timing report is 0. The critical path class is flop to output pin. The count of port buffers added during placement is 10.

The horizontal die dimension reported for this design is 80 um. The total CTS buffers is 3. The ratio of routed vias to standard cells is 3.356.

The number of unique standard cell types used by synthesis is 19. The min-delay analysis places its worst path in the category flop to flop. Subtracting the final worst setup slack from the clock period gives 1.840 ns. Total global-route track usage over all layers is 0.03225.

The worst setup path startpoint is pgc_inst.stable_counter[1]$_DFFE_PN0P_. TritonCTS built the clock tree. The utilization after layout is 0.1941.

The data arrival time at the worst-slack endpoint is 1.42 ns. For this design, the sink count on the clock tree is 11. The aggregate negative setup slack is 0 ns. The floorplan step records an initial core utilization of 0.1355. Synthesis produced 41 cells. The chip area from the yosys synthesis statistics is 462.9 um^2.

The remaining design rule violation count is 0. The chip area is 6400 um^2. Post-route period utilization is reported as 0.8761. The final worst clock skew is 0.005094 ns.

The placed cell count is 97. Per the final layout report, the fraction of cells sized above drive strength 1 comes to 0.1636. The leakage component of the power was reported as 0.3128 nW. The number of gates given a new drive strength after cts is 5. The count of buffers added by post-CTS timing repair for setup is 0. The script computed a power per unit cell area of 1047 nW/um^2. The routability congestion estimate from global placement is 0.6658. The total I/O pin count is 11. Per the log, the first TritonRoute iteration ended with a DRC count of 18. Counting the warning lines in the Yosys log gives 2. Setup repair after global routing left no endpoint under its margin. The measured slew at the worst slew-check pin is 0.5095 ns.

The number of global-route vias before repair was 347. The placed standard-cell area is 620.6 um^2. Per the cell usage report, the commonest logic cell in the layout is dfrtp_1. Per the detail_route report, the via count comes to 339.

The worst-case setup slack after placement is 0.1691 ns. The netlist area before placement is 462.9 um^2. The layer flagged by global routing as most heavily used is met1. The number of max-slew violations in the final report is 0. The clock passes through at most 2 buffers. The floorplan step defined a core boundary enclosing 3416 um^2. The worst setup slack after layout is 0.2601 ns. After synthesis, the design contains 41 cells according to Yosys. For reference, the post-synthesis area per instance comes to 11.29 um^2. Sorting the synthesized cells by area gives the leading types as dfrtp_1 54%, dfstp_2 5.7%, inv_1 4.9%. After legalization and detailed placement, the total HPWL measured 715.3 um. The tool warning count is 25.

Per the slew report, the remaining headroom to the max-slew limit stands at 0.6592. The number of rows created at floorplan is 21. The worst slack on hold paths is 0.4314 ns. From synthesis to final layout, the design area changed by 43.24%. For this run, global-route usage on met1 was measured as 0.04437. The top achievable clock speed is 543.5 MHz.

The most common logic cells in the final layout are 10 x dfrtp_1, 9 x clkdlybuf4s50_1, 5 x inv_1. The tree is rooted in a clkbuf_4. The peak ir drop on the vdd network is 0.4594 mV. Of the synthesized area, sequential elements account for 0.5973. The power after layout is 694.1 uW.

The clock latency on the worst-skew pair is 0.27 ns. STA classifies the critical path endpoint as an output pin. Of the post-synthesis cell area, the dominant cell type holds 0.5405. Looking at the worst setup and hold paths, the clock pins of their registers show a slew of 0.07 ns. The max-capacitance violation count is 0.

The worst setup path is launched from a flop. The global-route track usage on met2 is 0.03933. The post-CTS hold buffer count recorded in the log is 0. Looking at the clock tree report, the H-tree level count equals 1. The routed design ends up with an antenna cell count of 0. The iteration count of the initial detailed-routing pass is 4.
[power breakdown]
part | switching (mW) | internal (mW)
registers | 0.0627 | 0.274
clock network | 0.0672 | 0.0735
logic | 0.0864 | 0.130
[cell usage after synthesis (all sizes together)]
library cell	n
ha	1
nor2b	1
mux2	1
a21oi	1
nand2b	1
o31ai	1
dfstp	1
nor2	4
a211o	1
dfrtp	10
or4b	1
nand4b	1
and2	3
nor3	2
a21o	2
mux2i	1
inv	6
nand2	2
o21bai	1
[per-layer routing]
| layer | wire, um | part of all wire |
|---|---|---|
| met5 | 0 | 0 |
| met4 | 13 | 0.014 |
| met3 | 137 | 0.15 |
| met2 | 366 | 0.39 |
| met1 | 416 | 0.45 |
[sequential cells by signal, indices dropped and copies added (netlist names)]
| name | count |
|---|---|
| pgc_inst.stable_counter | 4 |
| pgc_inst.current_state | 7 |
[cell families after synthesis]
family | after synthesis | share of synthesized area
AND-OR/OR-AND | 6 | 0.09459
adder cells (fa/ha/maj) | 1 | 0.02702
buffers and inverters | 6 | 0.04865
flip-flops | 11 | 0.5973
multiplexers | 2 | 0.04595
AND/OR/NAND/NOR | 15 | 0.1865
[final timing paths]
check	endpoint	slack (ns)	cells after the start
max	restore_state	0.26	5
min	pgc_inst.current_state[5]$_DFF_PN0_	0.43	1
max reg2reg	pgc_inst.stable_counter[0]$_DFFE_PN0P_	0.50	5
min reg2reg	pgc_inst.current_state[5]$_DFF_PN0_	0.43	1
max in group asynchronous	pgc_inst.current_state[0]$_DFF_PN1_	1.25	1
min in group asynchronous	pgc_inst.stable_counter[1]$_DFFE_PN0P_	0.49	1
[area by class of cell]
cell class / instances / area, um^2
clock buffers: 4 / 26.28
fillers: 378 / 2753
repair buffers: 10 / 98.84
well taps: 46 / 57.56
inverters: 6 / 22.52
multi-input cells: 24 / 181.4
flip-flops and latches: 11 / 276.5
[worst max-delay path, stage by stage, from the launching register on]
cell           delay (ns)
dfrtp_1              0.40
inv_1                0.10
ha_4                 0.15
nand2_1              0.08
nor3_2               0.19
dlygate4sd2_1        0.23
No activity file was given, so power comes from the tool's default toggle rates.
